$ cat flow/design.v
`timescale 1ns/1ns
module DataMemory(
  input clk, rst, MEM_W_EN, MEM_R_EN,
  input [31:0] Address, 
  input [31:0] val_Rm,
  output [31:0] out
);
  reg[31:0] addr;
  assign addr =  Address >> 2;
  reg [31:0] Data [31:0];
  integer counter;
  always @(posedge clk, posedge rst)
    if (rst) begin
     for (counter=0; counter<32; counter=counter+1)
      Data[counter] <= 32'b0;
    end
    else begin
      if (MEM_W_EN)
        Data[addr] <= val_Rm;
      end
  assign out = MEM_R_EN ? Data[addr] : 32'b0;
endmodule
`timescale 1ns/1ns
module MEM(
    input clk, rst, 
    input MEM_W_EN, MEM_R_EN, WB_EN,
    input [31:0] ALU_result_in,
    input [31:0] PC, val_Rm,
    input [3:0] Dest_in,
    output [3:0] Dest_out,
    output WB_EN_out, MEM_R_EN_out, 
    output [31:0] PC_out, data, ALU_result
);
  logic [31:0] address;
  assign PC_out = PC;
  assign ALU_result = ALU_result_in;
  assign Dest_out = Dest_in;
  assign address = ALU_result_in - 32'd1024;
  assign ALU_result = ALU_result_in;
  assign WB_EN_out = WB_EN;
  assign MEM_R_EN_out = MEM_R_EN;
  DataMemory DM(clk, rst, MEM_W_EN, MEM_R_EN, address, val_Rm, data);
endmodule
$ cat flow/config.mk
export PLATFORM = sky130hd
export DESIGN_NAME = MEM
export DESIGN_NICKNAME = MEM
export VERILOG_FILES = /design/flow/design.v
export SDC_FILE = /design/flow/constraint.sdc
export NUM_CORES = 4
export LEC_CHECK = 1
export CORE_UTILIZATION = 50
$ cat flow/constraint.sdc
current_design MEM

set clk_period 17.5
set clk_io_pct 0.2

create_clock -name clk0 -period $clk_period [get_ports {clk}]

set non_clock_inputs [all_inputs -no_clocks]
set_input_delay [expr $clk_period * $clk_io_pct] -clock clk0 $non_clock_inputs
set_output_delay [expr $clk_period * $clk_io_pct] -clock clk0 [all_outputs]
$ cat flow/run.sh
#!/bin/bash
# OpenROAD 26Q1-2900-gdf79404cd8, Yosys 0.63+post, stock flow scripts
make -C /OpenROAD-flow-scripts/flow DESIGN_CONFIG=/design/flow/config.mk WORK_HOME=/design/flow/orfs finish
==> results.tsv <==
metric	value	unit
biggest registers after layout	DM.Data: 1024 flops	
CTS root buffer	clkbuf_16	
layout cells sized above 1	39.5	%
Resized cells post-CTS	0	
Req. time, crit path	14000	ps
Clk pwr share	38.4	%
Synth Instances	3402	
CTS Hold Bufs	0	
DR vias	30554	
vias per std cell	6.63	
flops & latches, synth	1024	
crit-path cells	clkdlybuf4s50_1, buf_4, nand3_1, nor2_4, buf_4, a22oi_1, nand2_1, a221oi_1, a31oi_1, clkdlybuf4s50_1	
Tcrit/Tclk final	63.1	%
routability cong.	0.921	
setup clock skew after layout	0	ps
DRT antenna net count	0	
Hold Crit Depth	1	
RSZ-0062 raised after global routing	false	
R2R Path End	DM.Data[6][18]	
largest net degree at the start of global routing	135	
Power per Cell Area	121	mW/mm²
TritonCTS clock tree	yes	
Die Height	303	µm
sequential area share after synthesis	56.5	%
area grow syn2layout	11.5	%
Logic area	0.0180	mm²
static leakage	0.0231	µW
Slew HR	33.1	%
syn avg cell area	13.3	µm²
Logic pwr share	11.7	%
vias in the first global route	31401	
Top cells by area	dfrtp_1 (56%), mux2_2 (24%), a22oi_1 (6.6%), buf_2 (1.8%), mux2_1 (1.5%)	
final wirelength	160	mm
gr busiest metal	met2	
CTS Buf Count	110	
YS warnings	3	
# IOs	207	
worst reg-to-reg path cell count	1	
global-route wire length before repair	231	mm
ys cells	3402	
CP Max Fanout	36	
Biggest register	DM.Data	
Net Switching	1520	µW
H-tree depth	3	
Placed Cells	4407	
GRT Total Usage	37.7	%
Yosys cell types	57	
total core area	0.0899	mm²
R2R Path Start	DM.Data[6][18]	
initial antenna violation count	1	
min-delay worst type	reg2reg	
clk latency late pin	680	ps
Final Instance Count excl. Fillers	4611	
worst setup path startpoint	ALU_result_in[2]	
area figure in the yosys stat output	0.0454	mm²
CP endpoint	data[22]	
clk sink count	1024	
Crit path largest cell delay	850	ps
minimum clock period	11040	ps
fp_density	50.5	%
status	complete, no violations	
Die Wd	303	µm
Max-area cell share	56.5	%
worst hold margin	490	ps
DRC errors left	0	
element type at the critical path end	primary output	
DRT iter0 DRCs	2157	
die footprint	0.0919	mm²
crit start category	input pin	
Sequential cell area	0.0256	mm²
GRT met2 Usage	53.3	%
Post-CTS Setup Repair Bufs	0	
clock-pin slew on the worst setup and hold paths	60	ps
Row Count	110	
routed len/inst	34.7	µm
Fmax	90.6	MHz
Remaining Overflow, GRT	0	
cell taking the most area after synthesis	dfrtp_1	
PortBufs	78	
CP arrival	7540	ps
Power Internal	4600	µW
Crit-path slowest cell	nor2_4	
measured slew at the worst slew-check pin	978	ps
# setup viols final	0	
Reg power frac	49.9	%
max_cap viols	0	
Fin. Hold Viols	0	
met3 Use GR	19.3	%
CP Class	in2out	
switch share	24.8	%
Fill cells	6968	
mapped cell area	0.0454	mm²
Slew Viols, Final	0	
CTS Buffer Depth	3	
met1 Usage GRT	52.2	%
max reg flops	1024	
VDD IR max	0.0838	mV
R2R Setup Slk	16690	ps
first-pass detailed-route iteration total	5	
detailed placer's ending HPWL	91.2	mm
Log Warnings	30	
placed cells by master (no fill, tap or decap), drive strengths merged, types with 12 or more instances in the layout:
master	Yosys	final
mux2	1027	1027
dfrtp	1024	1024
a22oi	398	398
nand2	169	169
clkbuf	122	152
buf	262	138
clkdlybuf4s50	0	75
nor2	52	52
o21ai	47	47
a21oi	37	37
nor3	35	35
nand4	32	32
clkinv	0	32
nand3	26	26
nor4	23	23
a22o	18	18
a31oi	15	15
a222oi	14	14
a221oi	12	12
power groups by stage:
stage | clock network [µW] | logic [µW] | registers, µW
final | 2350 | 713 | 3050
after global routing | 2470 | 775 | 3110
after CTS | 2370 | 714 | 3050
worst max-delay path, delay by kind of cell:
family,cells,cell delay [ps]
compound gates,3,620
buf+inv,4,1910
simple gates,3,1430
cells by family after synthesis:
family	count (synthesis)	synth area share [%]
flops	1024	56.5
simple gates	379	4.06
mux	1035	25.7
compound gates	576	9.27
buf+inv	388	4.50
metal layers:
| layer | share of wire (%) | vias to the layer above |
|---|---|---|
| met5 | 0 | - |
| met4 | 4.0 | 0 |
| met3 | 13 | 378 |
| met2 | 44 | 1633 |
| met1 | 38 | 16101 |
| li1 | - | 12442 |
cell type report:
cell class | count | share of cell area [%]
flip-flops and latches | 1024 | 50.7
multi-input cells | 1990 | 35.6
repair buffers | 213 | 3.54
clock inverters | 49 | 1.04
clock buffers | 152 | 6.23
diodes | 3 | 0.0148
inverters | 4 | 0.0371
well taps | 1176 | 2.91
stage by stage:
| stage | setup WS, ps | power (µW) | area, µm² | TNS, ps | utilization, % |
|---|---|---|---|---|---|
| final | 6460 | 6120 | 50600 | 0 | 56.3 |
| after global routing | 6240 | 6350 | 50600 | 0 | 56.3 |
| after CTS | 6520 | 6130 | 50600 | 0 | 56.3 |
| after detailed placement | 6540 | 3800 | 46900 | 0 | 52.2 |
| after global placement | 6530 | 3750 | 46900 | 0 | 52.2 |
| after floorplan | -114 | 3580 | 45400 | -116670 | - |
cell usage after synthesis (all sizes together):
library cell	instances
o21a	1
nor2b	6
or3	4
and3	7
nor4	23
or2	2
a22o	18
or3b	3
and4	5
buf	262
o211ai	2
inv	4
o2bb2ai	1
nor3	35
o32ai	1
mux4	1
a2111oi	9
a22oi	398
and2	7
nand3b	3
nand2	169
o311ai	1
a21oi	37
nor2	52
nand3	26
a2bb2oi	1
nand4	32
mux2i	7
a221oi	12
nor3b	1
o21bai	1
a21boi	3
o22ai	2
clkbuf	122
a221o	5
a31oi	15
and2b	1
dfrtp	1024
nand2b	3
a222oi	14
o21ai	47
mux2	1027
a32oi	8
worst min path at each step:
stage	startpoint	end	slack, ps
final	DM.Data[25][3]	DM.Data[25][3]	490
after global routing	DM.Data[6][20]	DM.Data[6][20]	510
after CTS	DM.Data[25][3]	DM.Data[25][3]	490
Power figures rest on the tool's default switching activity, not on a simulated workload.
