===== flow/run.sh =====
#!/bin/bash
# OpenROAD 26Q1-2900-gdf79404cd8, Yosys 0.63+post, stock flow scripts
make -C /OpenROAD-flow-scripts/flow DESIGN_CONFIG=/design/flow/config.mk WORK_HOME=/design/flow/orfs finish

===== flow/config.mk =====
export PLATFORM = sky130hd
export DESIGN_NAME = ID
export DESIGN_NICKNAME = ID
export VERILOG_FILES = /design/flow/design.v
export SDC_FILE = /design/flow/constraint.sdc
export NUM_CORES = 4
export LEC_CHECK = 1
export CORE_UTILIZATION = 30

===== flow/constraint.sdc =====
current_design ID

set clk_period 16.9
set clk_io_pct 0.2

create_clock -name clk0 -period $clk_period [get_ports {clk}]

set non_clock_inputs [all_inputs -no_clocks]
set_input_delay [expr $clk_period * $clk_io_pct] -clock clk0 $non_clock_inputs
set_output_delay [expr $clk_period * $clk_io_pct] -clock clk0 [all_outputs]

===== flow/design.v =====
`timescale 1ns/1ns
module ControlUnit(
	input[1:0] mode,
	input[3:0] op_code,
	input S_in,
	output reg [3:0] execute_command,
	output reg mem_write, mem_read, WB_Enable, B, S
);
always@(*)begin
	if(mode == 2'b00)begin
		case(op_code)
		4'b1101: begin 
			execute_command = 4'b0001;
			S = S_in;
			mem_read = 0; mem_write = 0; B = 0; WB_Enable = 1;
		end
		4'b1111: begin 
			execute_command = 4'b1001;
			S = S_in;
			mem_read = 0; mem_write = 0; B = 0; WB_Enable = 1;
		end
		4'b0100: begin 
			execute_command = 4'b0010;
			S = S_in;
			mem_read = 0; mem_write = 0; B = 0; WB_Enable = 1;
		end
		4'b0101: begin 
			execute_command = 4'b0011;
			S = S_in;
			mem_read = 0; mem_write = 0; B = 0; WB_Enable = 1;
		end
		4'b0010: begin 
			execute_command = 4'b0100;
			S = S_in;
			mem_read = 0; mem_write = 0; B = 0; WB_Enable = 1;
		end
		4'b0110: begin 
			execute_command = 4'b0101;
			S = S_in;
			mem_read = 0; mem_write = 0; B = 0; WB_Enable = 1;
		end
		4'b0000: begin 
			execute_command = 4'b0110;
			S = S_in;
			mem_read = 0; mem_write = 0; B = 0; WB_Enable = 1;
		end
		4'b1100: begin 
			execute_command = 4'b0111;
			S = S_in;
			mem_read = 0; mem_write = 0; B = 0; WB_Enable = 1;
		end
		4'b0001: begin  
			execute_command = 4'b1000;
			S = S_in;
			mem_read = 0; mem_write = 0; B = 0; WB_Enable = 1;
		end
		4'b1010: begin  
			execute_command = 4'b0100;
			S = 1;
			mem_read = 0; mem_write = 0; B = 0; WB_Enable = 0;
		end
		4'b1000: begin 
			execute_command = 4'b0110;
			S = 1;
			mem_read = 0; mem_write = 0; B = 0; WB_Enable = 0;
		end
		default:begin
			execute_command = 4'b0000;
			mem_read = 1'b0 ;S = 0; mem_write = 0; B = 0; WB_Enable = 0;
			end
		endcase
	end
	else
		if(mode == 2'b01)begin
			if(S_in == 1'b1)
				if(op_code == 4'b0100)begin
					execute_command = 4'b0010;
					S = 0;
					mem_read = 1'b1; mem_write = 1'b0; B = 1'b0; WB_Enable = 1'b1;
				end
				else begin
					execute_command = 4'b0000;
					mem_read = 0; S = 0; mem_write = 0; B = 0; WB_Enable = 0;
				end
			else
				if(op_code == 4'b0100)begin
					execute_command = 4'b0010;
					S = 0;
					mem_read = 1'b0; mem_write = 1'b1; B = 1'b0; WB_Enable = 1'b0;
				end
				else begin
					execute_command = 4'b0000;
					mem_read = 0; S = 0; mem_write = 0; B = 0; WB_Enable = 0;
				end
		end
	else
	if(mode == 2'b10)begin
		execute_command = 4'b0000; 
		S = 0;
		mem_read = 0; mem_write = 0; B = 1'b1; WB_Enable = 1'b0;
	end
	else begin
		execute_command = 4'b0000;
		S = 0;
		mem_read = 0; mem_write = 0; B = 1'b1; WB_Enable = 1'b0;
	end
end
endmodule
`timescale 1ns/1ns
module ID(
    input clk, rst,
    input [31:0] PC_in, Instruction,
    input [31:0] Result_WB,
    input writeBackEn,
    input [3:0] Dest_wb,
    input hazard,
    input [3:0] Status,
    output [8:0] control_out,
    output [31:0] PC, Val_Rn ,Val_Rm,
    output imm,
    output [11:0] shift_op,
    output [23:0] signed_imm_24,
    output [3:0] Dest,
    output [3:0] src1, src2,
    output two_src
);
    logic[3:0] reg2;
    logic CC_Out,
          C_mem_write, C_mem_read, C_WB_Enable, C_B, C_S,
          CUO_Selector;
    logic[3:0] C_execute_command;
	  assign PC = PC_in; 
    assign reg2 = C_mem_write ? Instruction[15:12] : Instruction[3:0];
    assign src2 = reg2;
    assign src1 = Instruction[19:16];
    assign CUO_Selector = ~CC_Out | hazard;
    assign control_out = CUO_Selector ? 9'b0 : {C_S, C_B, C_execute_command, C_mem_write, C_mem_read, C_WB_Enable}; 
    assign imm = Instruction[25];
    assign shift_op = Instruction[11:0];
    assign signed_imm_24 = Instruction[23:0];
    assign Dest = Instruction[15:12];
    assign two_src = C_mem_write | ~Instruction[25]; 
    ControlUnit CU(Instruction[27:26], Instruction[24:21], Instruction[20],
	               C_execute_command, C_mem_write, C_mem_read, C_WB_Enable, C_B, C_S);
    ConditionCheck CC(Instruction[31:28], Status, CC_Out);
    RegisterFile RF(clk, rst, Instruction[19:16], reg2 , Dest_wb,Result_WB,
                writeBackEn, Val_Rn, Val_Rm);
endmodule
`timescale 1ns/1ns
module RegisterFile(
	input clk, rst,
	input[3:0] src1, src2, Dest_wb,
	input[31:0] Result_WB,
	input writeBackEn,
	output[31:0] reg1, reg2 
);
  reg [31:0] Registers[0:15];
  integer i;
  assign reg1 = Registers[src1];
  assign reg2 = Registers[src2];
  always @(negedge clk, posedge rst)begin
    if(rst) begin
      for (i = 0; i < 32; i = i + 1) begin
         Registers[i] = i;
      end
    end
    else
	  if (writeBackEn)
	    Registers[Dest_wb] <= Result_WB;
  end
endmodule
`timescale 1ns/1ns
module ConditionCheck(
	input[3:0] cond,
	input [3:0] status,
	output reg out);
logic z,n,c,v;
assign n = status[3];
assign z = status[2];
assign c = status[1];
assign v = status[0];
always @(*) begin
  if(cond == 4'b0000) 
    if(z == 1'b1)
      out = 1'b1;
	  else
		  out = 1'b0;
  else
  if(cond == 4'b0001) 
    if(z == 1'b0)
      out = 1'b1;
    else
		out = 0;
  else
  if(cond == 4'b0010) 
    if(c)
      out = 1'b1;
	 else
		out = 0;
  else
  if(cond == 4'b0011) 
    if(~c)
      out = 1'b1;
    else
		out = 0;
  else
  if(cond == 4'b0100) 
    if(n)
      out = 1'b1;
	 else
		out = 0;
  else
  if(cond == 4'b0101) 
    if(~n)
      out = 1'b1;
	 else
		out = 0;
  else   
  if(cond == 4'b0110) 
    if(v)
      out = 1'b1;
	 else
		out = 0;
  else
  if(cond == 4'b0111) 
    if(~v)
      out = 1'b1;
	 else
		out = 0;
  else
  if(cond == 4'b1000) 
    if(c & ~z)
      out = 1'b1;
	 else
		out = 0;
  else
  if(cond == 4'b1001) 
    if(~c | z)
      out = 1'b1;
    else
		out = 0;
  else
  if(cond == 4'b1010) 
    if(n == v)
      out = 1'b1;
	 else
		out = 0;
  else
  if(cond == 4'b1011) 
    if(n != v)
      out = 1'b1;
	 else
		out = 0;
  else
  if(cond == 4'b1100) 
    if((n == v) & (z == 0))
      out = 1'b1;
	 else
		out = 0;
  else
  if(cond == 4'b1101) 
    if((n != v) & (z == 1))
      out = 1'b1;
	 else
		out = 0;
	else
	if(cond == 4'b1110) 
    out = 1'b1;
  else
		out = 0;
end
endmodule

==> ci_impl_report.md <==
## PnR job results

| Metric | Value |
|---|---|
| Final std cell area, no fill | 34040 µm² |
| GP Congestion | between 1 and 1.5 |
| Root Driver | clkbuf_16 |
| Max H-tree Level | 2 |
| Via density | around 6.4 |
| Largest reg by FF count | RF.Registers |
| Critical path class | reg2out |
| Port Buffers | approximately 170 |
| WP buf/inv | 1 |
| Yosys stat area | ~29000 µm² |
| GRT Overall Usage | 0.2859 |
| Crit. End Element | primary output |
| Die width | ~310 µm |
| Mean Syn Cell Area | between 10 and 15 µm² |
| Vias | about 26000 |
| VDD IR max | between 0.07 and 0.08 mV |
| Post-Route Utilization | 0.3572 |
| RSZ-0062 raised after global routing | false |
| Slew headroom | 0.2870 |
| P_leak | roughly 14 nW |
| Sequential share of the synthesized area | 0.4434 |
| Initial antenna violation count | 3 |
| Slew Viols, Final | 0 |
| Top cells by count, synth | mux2_2 (540), dfrtn_1 (480), a22oi_1 (220) |
| Main synth FF type | dfrtn_1 |
| CTS tree | done |
| Final ANT Viol Nets | 0 |
| Tool warnings | around 58 |
| Grt total ovfl | 0 |
| Startpoint types | flip-flop |
| Clk_skew | 0 ns |
| Status | completed |
| Synthesis-to-finish area growth | 17.43% |
| Worst hold path class | reg2reg |
| Cell Chain, Critical Path | mux2_2, a32o_1, nand2_1, a21oi_1, a21oi_1, a31oi_1, clkdlybuf4s50_1 |
| Worst-Skew Late Latency | between 0.6 and 0.7 ns |
| Cell Area, Synth | between 20000 and 30000 µm² |
| Yosys top cell by area | dfrtn_1 |
| Worst path max stage delay | approximately 0.57 ns |
| Async SR Flop Fraction | 1.000 |
| Required @ worst endpoint | 13.52 ns |
| Detailed Route WL | roughly 140000 µm |
| CP top delay family | AND-OR/OR-AND gates |
| Post-CTS resize count | 0 |
| Setup TNS | 0 ns |
| Share of layout cells above drive strength 1 | 0.3158 |
| Crit path DAT | 11.36 ns |
| Max reg flops | 512 |
| Yosys warnings | 4 |
| Vias in the first global route | about 26000 |
| HPWL Detailed | ~87000 µm |
| Wire length per cell | 34.11 µm |
| Syn Inst Count | around 2600 |
| Chip area | about 98000 µm² |
| Largest regs | RF.Registers x512 |
| Yosys top cell by instances | mux2_2 |
| # DRC | 0 |
| Largest net degree at the start of global routing | approximately 98 |
| Hold Vio Cnt, Final | 0 |
| Max Cap Violations | 0 |
| Worst slew pin tran | 1.066 ns |
| Cell count listed in synth_stat.txt | 2629 |
| CTS Buf Count | approximately 57 |
| Flops out of synthesis | around 510 |
| Core ar. | 95290 µm² |
| Post-synth top area share | 0.4144 |
| Clk buf depth | 3 |
| P per Cell Area | between 100 and 150 nW/µm² |
| I/O pins | approximately 260 |
| Distinct cell type count after synthesis | about 81 |
| Layout fillers | 9296 |
| CP Max Fanout | 4 |
| Final setup fails | 0 |
| DRT iter0 DRCs | ~3100 |
| Flip-flops with a built-in enable | 0 |
| Std-Cell Rows | approximately 110 |
| Die Y-Extent | between 300 and 400 µm |
| Post-synth area hogs | dfrtn_1 (41%), mux2_2 (21%), a22oi_1 (5.7%) |
| Hold Buf Count CTS | 0 |
| Placed insts | 3890 |
| Fp util | 0.3042 |
| Area of placed instances | between 30000 and 40000 µm² |
| Critical path's slowest cell | clkdlybuf4s50_1 |
| Most frequent CP cell | a21oi_1 |
| Setup Fix Bufs, Post-CTS | 0 |
| CTS clock-pin slew for the worst setup and hold paths | around 0.050 ns |
| DR pass1 iterations | 9 |
| Sink Count | 512 |
| Fin cells | between 4000 and 5000 |
| First-pass GRT wire length | approximately 190000 µm |
==> worst paths after layout <==
| path | start | end | slack [ns] | depth (start not counted) |
|---|---|---|---|---|
| min reg2reg | RF.Registers[12][0] | RF.Registers[12][0] | 0.48 | 1 |
| max | RF.Registers[12][21] | Val_Rm[21] | 2.16 | 7 |
| min in group asynchronous | rst | RF.Registers[1][20] | 11.50 | 2 |
| max in group asynchronous | rst | RF.Registers[0][5] | 3.73 | 4 |
| min | RF.Registers[12][0] | RF.Registers[12][0] | 0.48 | 1 |
| max reg2reg | RF.Registers[3][2] | RF.Registers[3][2] | 16.02 | 1 |
==> logic make-up (layout without fill, tap and decap cells) <==
logic type,Yosys count,count (layout),synth area share
AND-OR/OR-AND,742,742,0.1927
multiplexers,578,578,0.2238
flip-flops,512,512,0.4434
AND/OR/NAND/NOR,462,462,0.08258
buffers and inverters,330,465,0.05603
XOR/XNOR,5,5,0.001511
other,0,3,0
==> report_power, final <==
group | total (mW) | switching (mW) | internal [mW]
combinational | 0.813 | 0.380 | 0.433
sequential | 1.84 | 0.286 | 1.55
clock | 1.31 | 0.569 | 0.737
total | 3.96 | 1.23 | 2.72
==> stage by stage <==
step           total power [mW]  setup WS [ns]  hold WS [ns]
6_report                  3.957          2.161        0.4782
5_1_grt                   4.108          2.060        0.4923
4_1_cts                   3.942          2.236        0.4788
3_5_place_dp              2.651          2.052        0.4789
3_3_place_gp              2.639          2.011        0.4735
2_1_floorplan             2.270         -1.630        0.4535
==> cells in the final DEF (no fill, tap or decap), types with 45 or more instances in the layout <==
| master | n |
|---|---|
| clkdlybuf4s50_1 | 163 |
| nand2_1 | 70 |
| mux2_2 | 540 |
| a21oi_1 | 90 |
| nand3_1 | 61 |
| a22oi_1 | 220 |
| inv_1 | 46 |
| clkbuf_16 | 59 |
| a222oi_1 | 45 |
| o21ai_0 | 59 |
| a31oi_1 | 45 |
| dfrtn_1 | 480 |
| a22o_1 | 66 |
| a221oi_1 | 50 |
| nor2_1 | 114 |
| buf_4 | 131 |
==> final cells by class <==
type                            instances  area (µm²)  area share
Multi-Input combinational cell       1787       14770      0.4340
Sequential cell                       512       12850      0.3776
Timing Repair Buffer                  308        2730     0.08021
Clock buffer                           79        1642     0.04823
Tap cell                             1265        1583     0.04650
Clock inverter                         61       382.9     0.01125
Inverter                               17       67.56    0.001985
Antenna cell                            3       7.507   0.0002206
==> metal layers <==
metal  vias to the layer above  wire length, µm  track usage
li1                      10310                -            -
met1                     12950            48820       0.3583
met2                      2137            55920       0.3923
met3                       582            22450       0.1639
met4                         8            10150       0.1488
met5                         -              176     0.003385
No activity file was given, so power comes from the tool's default toggle rates.
