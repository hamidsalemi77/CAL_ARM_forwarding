[flow/run.sh]
#!/bin/bash
# OpenROAD 26Q1-2900-gdf79404cd8, Yosys 0.63+post, stock flow scripts
make -C /OpenROAD-flow-scripts/flow DESIGN_CONFIG=/design/flow/config.mk WORK_HOME=/design/flow/orfs finish
[flow/design.v]
`timescale 1ns/1ns
module b32adder(input [31:0] a,b, output reg [31:0] out);
    assign out = a+ b;
endmodule
`timescale 1ns/1ns
module b32regen(input [31:0] in, input clk, rst, enable, output reg [31:0] out);
  reg [31:0] a;
  always@(posedge clk, posedge rst) begin
    if(rst)
      out <= 31'b0;
  else begin
    if(enable)
          out <= in;
    end
    end
endmodule
`timescale 1ns/1ns
module IF( input clk, rst, freeze, BranchTaken,
              input [31:0]  BranchAddr,               
              output [31:0] PC, Instruction);
  logic [31:0] n4 = 32'd4;
  logic [31:0] pcin ,pcout,
              addout,instmem_out;
  assign pcin = (BranchTaken == 1'b1) ? BranchAddr : addout;
  b32regen PCReg(pcin, clk, rst, ~freeze, pcout);
  instmem IM(pcout, clk, rst, instmem_out);
  b32adder A1(n4, pcout, addout);
  assign PC = addout;
  assign Instruction = instmem_out;
endmodule
`timescale 1ns/1ns
module instmem(input[31:0] address, input clk,rst, output[31:0] inst);
  logic [31:0] pc, instruction;
  assign pc = address ;
  always@(*) begin
  case (pc)
      0 : instruction <= 32'b11100011101000000000000000010100;
      4 : instruction <= 32'b11100011101000000001101000000001;
      8 : instruction <= 32'b11100011101000000010000100000011;
     12 : instruction <= 32'b11100000100100100011000000000010;
     16 : instruction <= 32'b11100000101000000100000000000000;
     20 : instruction <= 32'b11100000010001000101000100000100;
     24 : instruction <= 32'b11100000110000000110000010100000;
     28 : instruction <= 32'b11100001100001010111000101000010;
     32 : instruction <= 32'b11100000000001111000000000000011;
     36 : instruction <= 32'b11100001111000001001000000000110;
     40 : instruction <= 32'b11100000001001001010000000000101;
     44 : instruction <= 32'b11100001010110000000000000000110;
     48 : instruction <= 32'b00010000100000010001000000000001;
     52 : instruction <= 32'b11100001000110010000000000001000;
     56 : instruction <= 32'b00000000100000100010000000000010;
     60 : instruction <= 32'b11100011101000000000101100000001;
     64 : instruction <= 32'b11100100100000000001000000000000;
     68 : instruction <= 32'b11100100100100001011000000000000;  
     72 : instruction <= 32'b11100100100000000010000000000100;
     76 : instruction <= 32'b11100100100000000011000000001000;
     80 : instruction <= 32'b11100100100000000100000000001101;
     84 : instruction <= 32'b11100100100000000101000000010000;  
     88 : instruction <= 32'b11100100100000000110000000010100;
     92 : instruction <= 32'b11100100100100001010000000000100;
     96 : instruction <= 32'b11100100100000000111000000011000; 
    100 : instruction <= 32'b11100011101000000001000000000100;  
    104 : instruction <= 32'b11100011101000000010000000000000;
    108 : instruction <= 32'b11100011101000000011000000000000;
    112 : instruction <= 32'b11100000100000000100000100000011;  
    116 : instruction <= 32'b11100100100101000101000000000000;
    120 : instruction <= 32'b11100100100101000110000000000100;
    124 : instruction <= 32'b11100001010101010000000000000110;
    128 : instruction <= 32'b11000100100001000110000000000000;  
    132 : instruction <= 32'b11000100100001000101000000000100;
    136 : instruction <= 32'b11100010100000110011000000000001;
    140 : instruction <= 32'b11100011010100110000000000000011;  
    144 : instruction <= 32'b10111010111111111111111111110111;
    148 : instruction <= 32'b11100010100000100010000000000001;
    152 : instruction <= 32'b11100001010100100000000000000001;
    156 : instruction <= 32'b10111010111111111111111111110011;  
    160 : instruction <= 32'b11100100100100000001000000000000;
    164 : instruction <= 32'b11100100100100000010000000000100;
    168 : instruction <= 32'b11100100100100000011000000001000;  
    172 : instruction <= 32'b11100100100100000100000000001100;  
    176 : instruction <= 32'b11100100100100000101000000010000;
    180 : instruction <= 32'b11100100100100000110000000010100; 
    184 : instruction <= 32'b11101010111111111111111111111111;  
    default : instruction <= 32'b0; 
  endcase
  end
 assign inst = instruction; 
endmodule
[flow/constraint.sdc]
current_design IF

set clk_period 6.4
set clk_io_pct 0.2

create_clock -name clk0 -period $clk_period [get_ports {clk}]

set non_clock_inputs [all_inputs -no_clocks]
set_input_delay [expr $clk_period * $clk_io_pct] -clock clk0 $non_clock_inputs
set_output_delay [expr $clk_period * $clk_io_pct] -clock clk0 [all_outputs]
[flow/config.mk]
export PLATFORM = sky130hd
export DESIGN_NAME = IF
export DESIGN_NICKNAME = IF
export VERILOG_FILES = /design/flow/design.v
export SDC_FILE = /design/flow/constraint.sdc
export NUM_CORES = 4
export LEC_CHECK = 1
export CORE_UTILIZATION = 30
==> results.toml <==
# flow metrics
[outcome]
run_status = "finished, final reports clean"

[cts]
worstSkewPairLatency_ns = 0.28
clock_sinks = 32
cts.reportedPaths.clkPinSlew_ns = 0.06
post-cts-setup-buffer-count = 0
cts_hold_repair.buffers = 0
tritoncts = "yes"
cts-resized-gates = 0
cts_inserted_buffers = 5
clock-root-buffer = "sky130_fd_sc_hd__clkbuf_16"
htree_levels = 2
clk_path_buf_depth = 2

[placed_design]
place_inst = 779
placement.cell_area_um2 = 5074
place.gp.congestion = 0.9941
dpl.hpwl_um = 10690
portBuffers = 99

[finish]
largest_register = "PCReg.out"
n_fill_cell = 1376
ff_latch_area_um2 = 800.8
layout-drive-gt1-share_pct = 7.692
lay_top_cells = "sky130_fd_sc_hd__clkdlybuf4s50_1 (97), sky130_fd_sc_hd__nor2_1 (49), sky130_fd_sc_hd__nand2_1 (42)"
layout.cells.most_common = "sky130_fd_sc_hd__clkdlybuf4s50_1"
synthesis_to_layout_area_growth_pct = 28.22
final_area_um2 = 5241
finalNonFillerCells = 787
multiInputGateArea_um2 = 2925
largest_registers = "PCReg.out: 32 flops"
flip_flop_count_of_the_largest_register_all_copies_and_words_added = 32

[logic_synthesis]
ys_ff = 32
post_synth.cell_area_avg_um2 = 7.392
yosys_warnings = 4
enable_flop_cells = 0
synth_cells = 553
post_synth_num_cell_types = 74
yosys.stat.chipArea_um2 = 4088
ys_cells = 553
ys.flop_type = "sky130_fd_sc_hd__dfrtp_1"
synth-seq-area-share_pct = 19.59
synth_area_um2 = 4088
postSynth.asyncResetShare_pct = 100.0

[routing]
vias_per_cell = 5.910
diodes = 0
drt_wl_total_um = 14730
detailedRoute.firstIterationViolations = 440
antenna_left = 0
number_of_search_and_repair_iterations_in_the_first_detailed_routing_pass = 5
routed-via-count = 4651
detail_route.wl_per_cell_um = 18.72
remaining_drc_errors = 0

[final_timing]
min_period_ns = 4.703
totalNegativeSetupSlack_ns = 0
grt_setup_unrepaired = "no"
achievable-frequency_mhz = 212.6
post-route-period-util_pct = 73.49
timing_worst_slew_pin_value_ns = 0.9225
hold_viol_final = 0
clock_skew_ns = 0.006358
slew_headroom_pct = 38.36
finalMaxSlewViolations = 0
whs_ns = 0.5401
setup_viol = 0

[global_routing]
pin_count_of_the_biggest_net_entering_global_routing = 64
grt_pass1_vias = 4246
grt_pass1_wl_um = 23730
initial_antenna_violation_count = 0
globalRoute.totalOverflow = 0
global_route.usage.total_pct = 21.16

[power_and_ir_drop]
total_power_mw = 1.001
switching_share_pct = 39.45
power_frac_comb_pct = 43.2
net-switching-power_mw = 0.3949
power.static_leakage_nw = 1.850
share_clk_of_total_power_pct = 27.5
p_int_mw = 0.6062
power_density_nw_per_um2 = 191.0
peakVddDrop_mv = 0.1130
seq_power_share_pct = 29.4

[setup_path]
timing.setup.critical_path_class = "reg -> out"
end_kind = "output port"
worst-endpoint-required_ns = 5.12
crit_slowest_cell = "sky130_fd_sc_hd__nor3b_1"
timing.critical_path.cells = "inv_1 > ha_1 > nor3b_1 > o21ai_2 > o21ai_0 > nand2_1 > o311ai_0 > clkdlybuf4s50_1"
cpPeakStageDelay_ns = 0.59
timing.critical_path.from_type = "flop"
cp_data_arrival_time_ns = 3.42
worst-path-max-fanout = 15

[floorplan]
core-area_um2 = 13240
die.size.x_um = 118.7
die.size.y_um = 118.7
chipArea_um2 = 14100
floorplan.initialDensity_pct = 30.87
io_pins = 100
placement_rows = 42

[job]
tool_warnings = 28
maxCapViolCount = 0

[worst_hold_path]
min_path_type = "reg -> reg"
## logic make-up after synthesis
kind of cell,Yosys count,share of synthesized area [%]
buffers and inverters,77,8.846
muxes,10,2.541
AOI/OAI and AO/OA,168,28.25
xor gates and xnor gates,29,6.214
DFF,32,19.59
and+or+nand+nor,233,33.33
adders and majority gates,4,1.224
## through the flow
stage                     setup WS [ns]  utilization (%)
final                             1.697            39.58
after detailed placement          2.043            38.31
after CTS                         1.736            39.58
after global routing              1.346            39.58
after global placement            2.051            38.31
after floorplan                   3.071                -
## layer usage
| metal | track usage [%] | wire, um | vias up |
|---|---|---|---|
| li1 | - | - | 2196 |
| met1 | 30.45 | 6439 | 2170 |
| met2 | 33.08 | 6795 | 252 |
| met3 | 4.134 | 1125 | 33 |
| met4 | 4.668 | 369 | 0 |
| met5 | 0 | 0 | - |
## path summary, 6_finish.rpt
check,startpoint,end,slack [ns],cells past startpoint
worst max register to register,PCReg.out[4],PCReg.out[25],3.64,6
min in group asynchronous,rst,PCReg.out[24],1.41,3
worst min-delay path,PCReg.out[5],PCReg.out[5],0.54,2
worst max-delay path,PCReg.out[2],Instruction[9],1.70,8
worst min register to register,PCReg.out[5],PCReg.out[5],0.54,2
max in group asynchronous,rst,PCReg.out[29],4.68,3
## Yosys cell counts (all sizes together) (4+ instances only)
library cell / number / area, um^2
a22oi: 18 / 135.1
nor2: 49 / 183.9
ha: 4 / 50.05
a211o: 4 / 35.03
nand4: 7 / 43.79
o21ai: 36 / 183.9
xor2: 13 / 113.9
mux2i: 7 / 70.07
a311o: 4 / 41.29
nor2b: 8 / 50.05
nand2: 42 / 157.7
and3: 7 / 43.79
inv: 17 / 63.81
and2: 6 / 37.54
nand2b: 5 / 31.28
o311ai: 8 / 77.58
a32oi: 4 / 35.03
dfrtp: 32 / 800.8
a211oi: 5 / 37.54
a22o: 4 / 35.03
a21oi: 27 / 135.1
buf: 33 / 196.4
nand3: 22 / 115.1
or4: 7 / 52.55
xnor2: 16 / 140.1
o2bb2ai: 4 / 35.03
o22ai: 10 / 62.56
nor3b: 7 / 62.56
o211ai: 5 / 37.54
nor4: 24 / 229.0
o31ai: 6 / 45.04
clkbuf: 27 / 101.4
nor3: 25 / 125.1
a31oi: 12 / 75.07
or3: 4 / 25.02
## layout make-up
type / instances / area share [%]
Sequential cell: 32 / 15.28
Inverter: 17 / 1.217
Clock buffer: 5 / 2.387
Clock inverter: 3 / 0.8116
Multi-Input combinational cell: 444 / 55.81
Timing Repair Buffer: 110 / 20.29
Tap cell: 176 / 4.201
## power groups by stage
stage                 clock network (mW)  logic, mW  registers (mW)
after CTS                          0.278      0.428           0.292
after global routing               0.289      0.470           0.301
final                              0.275      0.432           0.294
## worst max-delay path, delay by kind of cell, from the launching register on
| kind | cells | cell delay, ns |
|---|---|---|
| and+or+nand+nor | 2 | 0.83 |
| adders and majority gates | 1 | 0.50 |
| DFF | 1 | 0.42 |
| buffers and inverters | 2 | 0.69 |
| AOI/OAI and AO/OA | 3 | 0.70 |
Power and IR drop assume default switching activity.
